**run.sh**
```bash
#!/bin/bash
# OpenROAD 26Q1-2900-gdf79404cd8, Yosys 0.63+post, stock flow scripts
make -C /OpenROAD-flow-scripts/flow DESIGN_CONFIG=/design/flow/config.mk WORK_HOME=/design/flow/orfs finish
```
**config.mk**
```make
export PLATFORM = sky130hd
export DESIGN_NAME = Arbiter
export DESIGN_NICKNAME = Arbiter
export VERILOG_FILES = /design/flow/design.v
export SDC_FILE = /design/flow/constraint.sdc
export NUM_CORES = 4
export LEC_CHECK = 1
export CORE_AREA = 10 10 70 70
export DIE_AREA = 0 0 80 80
```
**constraint.sdc**
```tcl
current_design Arbiter

set clk_period 1.1
set clk_io_pct 0.2

create_clock -name clk0 -period $clk_period [get_ports {clk}]

set non_clock_inputs [all_inputs -no_clocks]
set_input_delay [expr $clk_period * $clk_io_pct] -clock clk0 $non_clock_inputs
set_output_delay [expr $clk_period * $clk_io_pct] -clock clk0 [all_outputs]
```
**design.v**
```verilog
`timescale 1ns / 1ps
module Arbiter
(
    input clk, 
    input reset, 
    input Req1, 
    input Req2,
    input Req3,
    output reg Ack1,
    output reg Ack2, 
    output reg Ack3
 );
     localparam
        IDLE  = 0, 
        MASTER1  = 1, 
        MASTER2  = 2,
        MASTER3  = 3;
    reg [1:0] present_state;
    reg [1:0] next_state;
    always@(*)
        case({present_state})
            IDLE: begin 
                    casez({Req1,Req2,Req3})
                        3'b000: next_state  = IDLE;
                        3'b1??: next_state  = MASTER1;  
                        3'b01?: next_state  = MASTER2;
                        3'b001: next_state  = MASTER3;
                        default: next_state = IDLE;
                    endcase
                  end        
            MASTER1: begin 
                    casez({Req1,Req2,Req3})
                        3'b000: next_state  = IDLE;
                        3'b1??: next_state  = MASTER1;
                        3'b01?: next_state  = MASTER2;
                        3'b001: next_state  = MASTER3;
                        default: next_state = IDLE;
                    endcase
                  end                                    
            MASTER2: begin 
                    casez({Req1,Req2,Req3})
                        3'b000: next_state  = IDLE;
                        3'b10?: next_state  = MASTER1;
                        3'b?1?: next_state  = MASTER2;
                        3'b001: next_state  = MASTER3;
                        default: next_state = IDLE;
                    endcase    
                  end 
            MASTER3: begin 
                    casez({Req1,Req2,Req3})        
                       3'b000: next_state  = IDLE;
                       3'b1?0: next_state  = MASTER1;
                       3'b010: next_state  = MASTER2;
                       3'b??1: next_state  = MASTER3;
                       default: next_state = IDLE;
                    endcase             
                  end          
            default: next_state = IDLE;           
        endcase
        always@(posedge clk, posedge reset)
            if(reset)
                present_state <= 3'b000;  
            else
                present_state <= next_state;  
        always@(present_state)
            case(present_state)
                IDLE: begin 
                         {Ack1, Ack2, Ack3} = 3'b000;         
                       end     
                MASTER1: begin 
                         {Ack1, Ack2, Ack3} = 3'b100;         
                       end     
                   MASTER2: begin 
                          {Ack1, Ack2, Ack3} = 3'b010;
                       end    
                MASTER3: begin 
                        {Ack1, Ack2, Ack3} = 3'b001;
                       end              
                default: {Ack1, Ack2, Ack3} = 3'b000;                
            endcase
endmodule
```
==> impl_metrics.toml <==
# synthesis and place-and-route metrics
[setup_path]
reg2regPathDepth = 4
slowest_delay_ns = 0.36
critPathKind = "flip-flop to output port"
crit_buf_inv = 1
cp-start-kind = "flip-flop"
reg2reg_to = "present_state[3]$_DFF_PP0_"
r2r_slack_ns = 0.05
crit_required_ns = 0.88
arrival_ns = 0.84
timing.rr.start = "present_state[1]$_DFF_PP0_"
endpoint_kind = "output port"
crit_family = "flip-flops"
crit_path_top_delay_cell = "dfrtp_1"
crit_chain = "dlygate4sd2_1"
crit_fanout = 2
path_depth = 1

[logic_synthesis]
synth_cells = 19
synth.distinct_cells = 10
ys_area_um2 = 180.2
ys_cells = 19
ys_warn_count = 1
synth_flop_count = 4
postSynthAreaPerCell_um2 = 9.483
ys_seq_share = 0.5625
synth_area_um2 = 180.2

[pwr]
seqPwrFrac = 0.362
p_sw_mw = 0.1090
swShare = 0.2321
leakagePower_nw = 0.1527
internal-power_mw = 0.3605
ir_worst_vdd_uv = 587.8
clkPwrFrac = 0.431
pwr-share-comb = 0.207
p_per_area_nw_per_um2 = 1255

[floorplanning]
chip_area_um2 = 6400
dieHeight_um = 80
die_x_um = 80
fp-row-count = 21
io_pins = 8
coreArea_um2 = 3416
fp_util = 0.05275

[cells_and_area]
largest_reg_flops = 4
fillCellCount = 405
area_delta_synth_final_pct = 107.6
final_cells = 78
drive_gt1_frac = 0.3125
top_regs = "present_state x4"
top_register = "present_state"

[final_timing]
tightest_slew_ns = 0.1638
fin_hold_ws_ns = 0.1871
fin_crit_ns = 1.065
clock-skew-final_ns = 0.003257
max_freq_mhz = 939.2
drv_slew = 0
finalSetupViolCount = 0
rsz0062_at_grt = "false"
finalClockPeriodUsage = 0.9680
slew_headroom = 0.8899
hold_viol = 0

[clock_network]
cts_root_buf = "clkbuf_4"
clk_pin_slew_worst_paths_ns = 0.04
cts-htree-levels = 1
cts_hold_buf = 0
cts_tree = "yes"
clock_path_buffers = 2
cts_buffers = 3
clock.latency.late_pin_ns = 0.24
clkSinkCount = 4

[route]
drt_iter0_drc = 0
antenna_left = 0
post_drt_wl_per_cell_um = 6.897
num_vias = 183
wirelength_um = 538
drc = 0
vias_per_cell = 2.346
first_pass_iters = 1
insertedDiodeCount = 0

[global_routing]
grt_max_degree = 6
overflow = 0
grtUsageTotal = 0.01787
antenna_found_initial = 0
grt_pass1_wl_um = 869
grt_pass1_vias = 205

[place]
dp_hpwl_um = 424.1
gp_congestion = 0.7528
port-buffer-count = 7
dp.cells = 73

[job]
tool_warnings = 25
maxCapViolations = 0

[min_path]
hold_path.class = "input pin to asynchronous set/reset pin"

[run_status]
outcome = "finished, final reports clean"
[cells by family (layout without fill, tap and decap cells)]
| logic type | Yosys count | in the layout | synth area share |
|---|---|---|---|
| compound gates | 4 | 4 | 0.1597 |
| buf+inv | 5 | 18 | 0.1042 |
| flops | 4 | 4 | 0.5625 |
| simple gates | 6 | 6 | 0.1736 |
[stage by stage]
stage	utilization	TNS (ns)	power (mW)	worst slack [ns]	cell area, um2
finish	0.1095	0	0.4695	0.03525	374.1
global route	0.1095	0	0.5019	0.002670	374.1
CTS	0.1066	0	0.4742	0.01725	364.1
detailed placement	0.09560	-0.1486	0.2583	-0.07986	326.6
global placement	0.09560	-0.04985	0.2550	-0.04497	326.6
floorplan	-	0	0.1992	0.2365	180.2
[routing by layer]
layer	global-route usage	wire, um
met1	0.02473	302
met2	0.01766	160
met3	0.01705	75
met4	0.005282	0
met5	0	0
[worst max-delay path by stage]
stage / slack, ns / endpoint / from
4_1_cts: 0.02 / Ack3 / present_state[3]$_DFF_PP0_
5_1_grt: 0.003 / present_state[2]$_DFF_PP0_ / present_state[2]$_DFF_PP0_
6_report: 0.04 / Ack3 / present_state[3]$_DFF_PP0_
[Yosys cell counts]
| master | n | share of area |
|---|---|---|
| o21a_1 | 2 | 0.083 |
| inv_1 | 2 | 0.042 |
| dfrtp_1 | 3 | 0.42 |
| nor3_1 | 3 | 0.083 |
| nor2b_1 | 2 | 0.069 |
| a22o_1 | 1 | 0.049 |
| nor2_1 | 1 | 0.021 |
| clkbuf_1 | 3 | 0.062 |
| o21ai_1 | 1 | 0.028 |
| dfstp_2 | 1 | 0.15 |
[power groups by stage]
stage | logic, mW | clock network, mW | registers [mW]
finish | 0.0971 | 0.203 | 0.170
global route | 0.109 | 0.223 | 0.171
CTS | 0.0907 | 0.215 | 0.168
[final cells by class]
| type | count | area [um2] | share of cell area |
|---|---|---|---|
| timing repair buffer | 12 | 110.1 | 0.2943 |
| multi-input combinational | 10 | 71.32 | 0.1906 |
| inverter | 2 | 7.507 | 0.02007 |
| tap | 46 | 57.56 | 0.1538 |
| clock buffer | 4 | 26.28 | 0.07023 |
| sequential | 4 | 101.3 | 0.2709 |
[repair_timing]
action | 4_1_cts | 5_1_grt
cloned | 0 | 0
setup endpoints to repair | 4 | 1
gates resized | 6 | 2
buffers inserted | 2 | 0
hold endpoints to repair | 0 | 0
pin swaps | 3 | 0
[placed cells by master, fill, tap and decap left out]
cell type,instances
a22o_1,1
buf_4,4
buf_6,1
clkbuf_1,1
clkbuf_4,3
clkdlybuf4s15_1,2
clkdlybuf4s50_1,4
dfrtp_1,3
dfstp_2,1
dlygate4sd2_1,1
inv_1,2
nor2_1,1
nor2b_1,2
nor3_1,2
nor3_4,1
o21a_1,2
o21ai_1,1
Power figures rest on the tool's default switching activity, not on a simulated workload.
